File: run.sh
#!/bin/bash
# OpenROAD 26Q1-2900-gdf79404cd8, Yosys 0.63+post, stock flow scripts
make -C /OpenROAD-flow-scripts/flow DESIGN_CONFIG=/design/flow/config.mk WORK_HOME=/design/flow/orfs finish
File: config.mk
export PLATFORM = sky130hd
export DESIGN_NAME = LU
export DESIGN_NICKNAME = LU
export VERILOG_FILES = /design/flow/design.v
export SDC_FILE = /design/flow/constraint.sdc
export NUM_CORES = 4
export LEC_CHECK = 1
export CORE_UTILIZATION = 30
File: constraint.sdc
current_design LU

set clk_period 3.3
set clk_io_pct 0.2

create_clock -name clk0 -period $clk_period

set non_clock_inputs [all_inputs -no_clocks]
set_input_delay [expr $clk_period * $clk_io_pct] -clock clk0 $non_clock_inputs
set_output_delay [expr $clk_period * $clk_io_pct] -clock clk0 [all_outputs]
File: design.v
module LU(input  [15:0]A, input [15:0]B, input [3:0]opcode_lu, output EQ,GT,ZA,ZB, output reg [15:0]out_lu);
assign EQ = (A==B)?1'b1:1'b0;
assign GT = (A>B)?1'b1:1'b0;
assign ZA = (A==16'd0)?1'b1:1'b0;
assign ZB = (B==16'd0)?1'b1:1'b0;
always @(*)
begin
out_lu <= 16'd0;
	case(opcode_lu)
		4'b0000: out_lu <= A & B;
		4'b0001: out_lu <= A | B;
		4'b0010: out_lu <= ~(A & B);
		4'b0011: out_lu <= ~(A | B);
		4'b0100: out_lu <= ~A;
		4'b0101: out_lu <= ~B;
		4'b0110: out_lu <= A ^ B;
		4'b001: out_lu <= ~(A ^ B);
	default: out_lu <= 16'd0;
endcase
end
endmodule
==> results.rst <==
Synthesis and place-and-route
=============================

.. list-table::
   :header-rows: 1

   * - Metric
     - Value
   * - Outcome
     - completed
   * - Initial antenna violation count
     - 0
   * - Worst setup slack before clock tree synthesis
     - -0.262 ns
   * - Drt pass-1 iters
     - 4
   * - Minimum clock period after layout
     - 3.25 ns
   * - Layout Area Growth over Synthesis
     - 72.3%
   * - I/O pin count
     - 56
   * - Antenna fix cells
     - 0
   * - Static leakage
     - ~1.4 nW
   * - Cell Area, Synth
     - around 0.0018 mm²
   * - Die span in y
     - 79.0 µm
   * - Setup TNS after final layout
     - 0 ns
   * - Overall die area
     - a little over 0.006 mm²
   * - Synthesized chip area reported by yosys
     - 0.00178 mm²
   * - Via count of the first global-routing pass
     - 1994
   * - Transition time at the pin with the least slew margin
     - 0.407 ns
   * - GRT Resource Usage Total
     - between 10% and 20%
   * - DRC marker count from the first detailed-route iteration
     - 100
   * - Standard-cell row count
     - 27
   * - Number of endpoints failing setup at the final stage
     - 0
   * - Most numerous logic cell after layout
     - sky130_fd_sc_hd__buf_4
   * - Number of cells in Yosys stat
     - 249
   * - IR Drop Worst-Case VDD
     - 65.4 µV
   * - Fraction of final layout cells sized beyond drive strength 1
     - between 30% and 40%
   * - Tally of nets with antenna violations remaining after routing
     - 0
   * - Count of port buffers added during placement
     - 56
   * - Remaining global-route overflow
     - 0
   * - Slew headroom
     - 72.6%
   * - Max-slew violations
     - 0
   * - Worst hold slack
     - 2.11 ns
   * - Fp util
     - 31.7%
   * - Share of the clock period used by the worst path after layout
     - 98.5%
   * - Core ar.
     - around 0.0056 mm²
   * - Largest net degree at the start of global routing
     - 15
   * - Setup repair after global routing missed its margin
     - true
   * - Critical path class
     - input port to output pin
   * - Routed via count
     - 2063
   * - Cell accounting for the most synthesized area
     - sky130_fd_sc_hd__ha_1
   * - Min setup slack post-route
     - 0.0508 ns
   * - Number of instances in the synthesized netlist
     - 249
   * - Critical path arrival
     - 2.59 ns
   * - Filler instances
     - 522
   * - Final cell utilization of the core
     - 54.6%
   * - Main area contributors
     - sky130_fd_sc_hd__ha_1 34%, sky130_fd_sc_hd__inv_1 8.2%, sky130_fd_sc_hd__xnor2_1 6.9%
   * - Area share of the largest cell type after synthesis
     - 33.8%
   * - Type of destination of the critical path
     - output pin
   * - First-pass GRT wire length
     - 9.60 mm
   * - Average size of a mapped cell
     - 7.14 µm²
   * - Residual DRC
     - 0
   * - Area of all sequential standard cells
     - 0 µm²
   * - Total power density per cell area
     - ~120 mW/mm²
   * - Total tool warning count
     - 65
   * - Via count normalized by instance count
     - 4.78
   * - Most instantiated logic cells after routing
     - 66 x sky130_fd_sc_hd__buf_4, 37 x sky130_fd_sc_hd__clkdlybuf4s50_1, 34 x sky130_fd_sc_hd__ha_1
   * - Crit path launch type
     - input port
   * - Required @ worst endpoint
     - 2.64 ns
   * - Share of the yosys chip area belonging to registers
     - 0%
   * - Class of the tightest hold or removal check
     - input port to output pin
   * - Routability Congestion
     - between 0.8 and 0.9
   * - Count of warnings emitted by yosys
     - 1
   * - Width of the die
     - 79.0 µm
   * - HPWL reported at the end of detailed placement
     - 4.62 mm
   * - CTS Hold Bufs
     - 0
   * - Post-CTS repair timing setup buffer count
     - 0
   * - Count of sequential standard cells
     - 0
   * - Final hold violation count
     - 0
   * - Number of distinct library cell variants in the gate-level netlist after synthesis
     - 36
   * - Routed Wire Length
     - 5.78 mm
   * - Max Fclk
     - 308 MHz
   * - Number of max-cap violations
     - 0
   * - Maximum fanout count along the critical path
     - 2
   * - Layout clock buffers
     - 0
   * - Avg WL per Cell
     - roughly 13 µm
-- cells in the mapped netlist (2+ instances only) --
library cell / count
sky130_fd_sc_hd__nand3_1: 3
sky130_fd_sc_hd__a21oi_1: 20
sky130_fd_sc_hd__nand4b_1: 2
sky130_fd_sc_hd__xnor2_1: 14
sky130_fd_sc_hd__nand2_1: 15
sky130_fd_sc_hd__nor3_1: 3
sky130_fd_sc_hd__nor4_4: 2
sky130_fd_sc_hd__o22ai_1: 3
sky130_fd_sc_hd__nor2_1: 22
sky130_fd_sc_hd__buf_4: 2
sky130_fd_sc_hd__inv_1: 39
sky130_fd_sc_hd__mux2_2: 2
sky130_fd_sc_hd__nand2b_1: 5
sky130_fd_sc_hd__o221ai_1: 13
sky130_fd_sc_hd__and4_1: 2
sky130_fd_sc_hd__buf_2: 8
sky130_fd_sc_hd__ha_1: 48
sky130_fd_sc_hd__nor4_1: 8
sky130_fd_sc_hd__o21ai_0: 19
sky130_fd_sc_hd__a21oi_2: 2
sky130_fd_sc_hd__nor2b_1: 2
-- layer usage --
| metal | track usage [%] | up-vias | share of wire, % | wire [µm] |
|---|---|---|---|---|
| met5 | 0 | - | 0 | 0 |
| met4 | 2.73 | 0 | 1.8 | 107 |
| met3 | 1.40 | 12 | 6.2 | 356 |
| met2 | 30.2 | 70 | 42 | 2410 |
| met1 | 29.3 | 901 | 50 | 2910 |
| li1 | - | 1080 | - | - |
-- power by group --
group | switching [mW] | internal [mW]
Combinational | 0.165 | 0.214
Sequential | 0 | 0
Clock | 0 | 0
-- repair_timing --
| action | CTS | global route |
|---|---|---|
| endpoints found under the setup margin | 11 | 6 |
| gates resized | 49 | 18 |
| pin swaps | 9 | 5 |
-- cells by family after synthesis --
family,count (synthesis),share of synthesized area (%)
buffers and inverters,51,12.2
XOR/XNOR,14,6.90
adder cells (fa/ha/maj),48,33.8
multiplexers,3,1.83
AND/OR/NAND/NOR,70,23.1
AND-OR/OR-AND,63,22.2
-- through the flow --
step | std cells | power, mW | area, µm²
global placement | 432 | 0.342 | 2860
finish | 432 | 0.379 | 3060
global route | 432 | 0.416 | 3060
floorplan | 249 | 0.145 | 1780
detailed placement | 432 | 0.342 | 2860
CTS | 432 | 0.365 | 2990
-- worst max-delay path: stages --
cell	delay, ns
sky130_fd_sc_hd__clkdlybuf4s50_1	0.49
sky130_fd_sc_hd__inv_1	0.08
sky130_fd_sc_hd__ha_4	0.25
sky130_fd_sc_hd__nor2_4	0.12
sky130_fd_sc_hd__nand4_2	0.15
sky130_fd_sc_hd__a21oi_2	0.15
sky130_fd_sc_hd__a21oi_1	0.06
sky130_fd_sc_hd__a21oi_2	0.16
sky130_fd_sc_hd__clkdlybuf4s50_1	0.47
-- final cells by class --
| type | instances | area [µm²] | area share [%] |
|---|---|---|---|
| inverters | 39 | 146 | 4.78 |
| multi-input cells | 198 | 1770 | 57.8 |
| well taps | 72 | 90.1 | 2.94 |
| repair buffers | 123 | 1050 | 34.5 |
-- path summary, 6_finish.rpt --
check	from	to	slack [ns]	depth (start not counted)
worst max-delay path	A[6]	GT	0.05	9
worst min-delay path	A[5]	EQ	2.11	7
Power and IR drop assume default switching activity.
